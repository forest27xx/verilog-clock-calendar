==> flow/design.v <==
module stepmotor(clk,rst,StepDrive);
    input clk,rst;
	 output [3:0] StepDrive;
	 StepMotorPorts U0 (StepDrive,clk,1'b1,1'b1,rst);
endmodule
module StepMotorPorts (StepDrive, clk, Dir, StepEnable, rst);
     parameter[31:0] StepLockOut = 32'd50000000;              
     input clk; 
     input Dir; 
     input StepEnable; 
     input rst; 
     output reg [3:0] StepDrive;  
     reg[2:0] state; 
     reg[31:0] StepCounter = 32'b0; 
     reg InternalStepEnable; 
     always @(posedge clk or negedge rst)
     begin 
         if (!rst)    
         begin 
             StepDrive <= 4'b0;
             state  <= 3'b0;
             StepCounter <= 32'b0;
				 InternalStepEnable <= 1'b1 ;
         end
         else if (StepEnable == 1'b1) 
			begin
                StepCounter <= StepCounter + 31'b1 ;
             if (StepCounter >= StepLockOut)
				 begin
                 StepCounter <= 32'b0 ; 
                 InternalStepEnable <= 1'b1 ;
             end					  
                 if (InternalStepEnable == 1'b1)
                 begin
                     InternalStepEnable <= 1'b1 ; 
                     if (Dir == 1'b1) 
							begin
                         if(state < 3'b111)
                            state <= state + 3'b001 ; 
                         else
                            state <= 3'b000;
                         end
                     else if (Dir == 1'b0) 
							begin
                          if(state > 3'b000)
                             state <= state - 3'b001 ; 
                          else
                             state <= 3'b111;
                          end
                     case (state)
                         3'b000 :    StepDrive <= 4'b0001 ; 
                         3'b001 :    StepDrive <= 4'b0011 ; 
                         3'b010 :    StepDrive <= 4'b0010 ; 
                         3'b011 :    StepDrive <= 4'b0110 ; 
                         3'b100 :    StepDrive <= 4'b0100 ; 
                         3'b101 :    StepDrive <= 4'b1100 ; 
                         3'b110 :    StepDrive <= 4'b1000 ;
							    3'b111 :    StepDrive <= 4'b1001 ;	 
                     endcase 
                 end 
             end 
       end     
 endmodule
==> flow/run.sh <==
#!/bin/bash
# OpenROAD 26Q1-2900-gdf79404cd8, Yosys 0.63+post, stock flow scripts
make -C /OpenROAD-flow-scripts/flow DESIGN_CONFIG=/design/flow/config.mk WORK_HOME=/design/flow/orfs finish
==> flow/config.mk <==
export PLATFORM = sky130hd
export DESIGN_NAME = stepmotor
export DESIGN_NICKNAME = stepmotor
export VERILOG_FILES = /design/flow/design.v
export SDC_FILE = /design/flow/constraint.sdc
export NUM_CORES = 4
export LEC_CHECK = 1
export CORE_UTILIZATION = 30
==> flow/constraint.sdc <==
current_design stepmotor

set clk_period 2.9
set clk_io_pct 0.2

create_clock -name clk0 -period $clk_period [get_ports {clk}]

set non_clock_inputs [all_inputs -no_clocks]
set_input_delay [expr $clk_period * $clk_io_pct] -clock clk0 $non_clock_inputs
set_output_delay [expr $clk_period * $clk_io_pct] -clock clk0 [all_outputs]
==> flow_summary.toml <==
# implementation run metrics
[run]
warning_count = 28
drv_cap = 0

[placed_design]
hpwl_microns = 2210
routabilityCongestion = 0.7944
port_buffers = 5

[global_routing]
grt_pass1_wl_microns = 5878
grt_max_degree = 26
grt_pass1_vias = 1265
grt_antenna_before_repair = 0
grt_overflow = 0
grt_usage_pct = 11.60

[synth]
yosysCellCount = 186
synth_warnings = 1
async_flop_share_pct = 100.0
top_area_cell = "dfrtp_1"
edf_count = 0
ys_seq_share_pct = 52.66
yosys_area_sq_mm = 0.001903
avgSynthCellArea_sq_um = 10.23
most_common_cell = "dfrtp_1"
ys.flop_type = "dfrtp_1"
top_cells_by_count = "dfrtp_1, nor2_1, a21oi_1, nand2_1, o21ai_0"
synth.distinct_cells = 38
synthesis.area_sq_mm = 0.001903
numSynthFlops = 40
top_area_share_pct = 51.28
synthTopCellsByArea = "dfrtp_1, nor2_1, xor2_1"
synth_cells = 186

[clock_network]
clk_pin_slew_ps = 80
hold_buffers = 0
cts_htree_levels = 2
tritoncts = "built"
numClockSinks = 40
tritoncts.num_buffers = 5
ctsResizeCount = 0
clock_tree.root_cell = "clkbuf_8"
insertion_delay_ps = 290
clk_path_buf_depth = 2
postCtsSetupBuffers = 0

[detailed_routing]
diodes = 0
wl_microns = 3225
wl_per_cell_microns = 11.64
drtIter0Drc = 62
drc_errors = 0
vias_per_cell = 4.805
via_count = 1331
firstDrtPassIters = 4
ant_nets = 0

[final_timing]
min_period_over_period_pct = 69.94
min_period_ps = 2028
slew_violations = 0
max_freq_ghz = 0.4930
rsz0062_at_grt = "false"
worstMarginPinSlew_ps = 569.1
fin_skew_ps = 10.39
finalHoldViolations = 0
tns_ps = 0
max-slew-margin-rel_pct = 62.06
finalSetupViolations = 0

[setup_path]
end_kind = "register"
cp_max_fo = 9
start_kind = "register"
critical_path_class = "register to register"
arrival_ps = 2260
rrSetupSlack_ps = 870
cp_data_required_time_ps = 3130

[power_and_ir_drop]
irDropWorstVdd_mv = 0.2848
powerDensity_mw_per_mm2 = 566.5
p_leak_uw = 0.0008457

[outcome]
status = "finished clean"

[layout]
area_growth_pct = 14.14
fin_util_pct = 36.05
drive_above_1_share_pct = 14.36

[floorplan]
fp_util_pct = 31.58
core_area_sq_mm = 0.006026
die-area_sq_mm = 0.006666
die-width_microns = 81.65
rows = 28
io_pins = 6
die_h_microns = 81.65

[min_path]
hold_path_class = "primary input to asynchronous set/reset pin"
[final timing paths]
kind,startpoint,end,cells past startpoint
max,U0.StepCounter[2]$_DFF_PN0_,U0.StepCounter[23]$_DFF_PN0_,4
min,rst,U0.StepCounter[11]$_DFF_PN0_,1
max reg2reg,U0.StepCounter[2]$_DFF_PN0_,U0.StepCounter[23]$_DFF_PN0_,4
min reg2reg,U0.StepDrive[1]$_DFFE_PN0P_,U0.StepDrive[1]$_DFFE_PN0P_,2
max in group asynchronous,rst,U0.StepDrive[2]$_DFFE_PN0P_,2
min in group clk0,U0.StepDrive[1]$_DFFE_PN0P_,U0.StepDrive[1]$_DFFE_PN0P_,2
[cell families (layout without fill, tap and decap cells)]
kind of cell,Yosys count,count (layout),synth area share [%]
and+or+nand+nor,75,75,22.42
DFF,40,40,52.66
AOI/OAI and AO/OA,34,34,11.11
buffers and inverters,16,27,3.353
xor gates and xnor gates,14,14,6.443
adders and majority gates,4,4,2.630
muxes,2,2,1.183
other,1,6,0.1970
[cell usage in the layout (no fill, tap or decap), types with 2 or more instances in the layout]
master	n
a21oi_1	12
a31o_2	2
and4_1	2
buf_4	4
clkbuf_8	5
clkdlybuf4s50_1	4
conb_1	6
dfrtp_1	39
ha_1	4
inv_1	10
mux2_2	2
nand2_1	12
nand3_1	5
nand4_1	9
nor2_1	19
nor3_1	3
nor4_1	3
o21ai_0	12
o31ai_1	2
or2_2	2
or3_1	6
or3_2	4
or4_1	3
xnor2_1	6
xor2_1	8
[registers in the layout (all words and copies together), names as in the netlist]
register               count
U0.state                   3
U0.StepCounter            32
U0.InternalStepEnable      1
U0.StepDrive               4
[critical path, cell delays in order (launching register included)]
cell and delay (ps):
dfrtp_1 450, nand3_2 140, or4_1 680, or4_4 560, a21oi_2 130
[per-layer routing]
metal	part of all wire (%)	track usage (%)
met3	3.3	2.480
met4	1.6	1.579
met1	52	17.42
met2	43	18.17
met5	0	0
[where the power goes]
group	leakage [uW]	internal, uW	switching (uW)
sequential	0.000528	602	38.1
combinational	0.000262	88.9	56.6
clock	0.0000552	255	189
[metrics by stage]
step	worst slack [ps]	total power [uW]	hold slack, ps	cell area (sq um)	std cells
global placement	916.9	794.5	469.3	2064	269
CTS	861.6	1249	298.8	2172	277
finish	871.6	1231	273.0	2172	277
detailed placement	881.6	798.1	476.7	2064	269
floorplan	1005	722.4	284.4	1922	191
global route	732.3	1309	317.5	2172	277
[area by class of cell]
class                   instances  area, sq um
fillers                       614         3854
flip-flops and latches         40         1002
multi-input cells             135        855.8
well taps                      75        93.84
repair buffers                  9        75.07
clock buffers                   6        72.57
inverters                      10        37.54
clock inverters                 2        35.03
No activity file was given, so power comes from the tool's default toggle rates.
