[design/flow/run.sh]
#!/bin/bash
# OpenROAD 26Q1-2900-gdf79404cd8, Yosys 0.63+post, stock flow scripts
make -C /OpenROAD-flow-scripts/flow DESIGN_CONFIG=/design/flow/config.mk WORK_HOME=/design/flow/orfs finish
[design/flow/config.mk]
export PLATFORM = sky130hd
export DESIGN_NAME = key_module
export DESIGN_NICKNAME = key_module
export VERILOG_FILES = /design/flow/design.v
export SDC_FILE = /design/flow/constraint.sdc
export NUM_CORES = 4
export LEC_CHECK = 1
export CORE_UTILIZATION = 50
[design/flow/constraint.sdc]
current_design key_module

set clk_period 5.7
set clk_io_pct 0.2

create_clock -name clk0 -period $clk_period [get_ports {clk}]

set non_clock_inputs [all_inputs -no_clocks]
set_input_delay [expr $clk_period * $clk_io_pct] -clock clk0 $non_clock_inputs
set_output_delay [expr $clk_period * $clk_io_pct] -clock clk0 [all_outputs]
[design/flow/design.v]
module key_module
#(
	parameter WIPE_TIME = 1000_000
)
(
	input  clk                ,               
	input  rst_n              ,             
	input  mode_key           ,         
	input  move_key           ,         
	input  add_key            ,           
	input  switch_key         ,        
	output filter_mode_key    ,  
	output filter_move_key    ,  
	output filter_add_key     ,   
	output filter_switch_key 
);
wipe_key_shake 
#(
	.WIPE_TIME  (WIPE_TIME       )   
)
key_low_1
(								 		 
	.clk        (clk             ),		
	.rst_n      (rst_n           ),  	
	.key_in     (mode_key        ),
	.key_out    (filter_mode_key )   
);
wipe_key_shake 
#(
	.WIPE_TIME  (WIPE_TIME       )   
)
key_low_2
(								 		 
	.clk        (clk             ),		
	.rst_n      (rst_n           ),  	
	.key_in     (move_key        ),
	.key_out    (filter_move_key )   
);
wipe_key_shake 
#(
	.WIPE_TIME  (WIPE_TIME       )   
)
key_low_3
(								 		 
	.clk        (clk             ),		
	.rst_n      (rst_n           ),  	
	.key_in     (add_key         ),
	.key_out    (filter_add_key  )   
);
wipe_key_shake 
#(
	.WIPE_TIME  (WIPE_TIME        )   
)
key_low_4
(								 		 
	.clk        (clk              ),		
	.rst_n      (rst_n            ),  	
	.key_in     (switch_key       ),
	.key_out    (filter_switch_key)   
);
endmodule
module KeyValue(
	CLK,
	nRST,
	KEY_ROW,
	KEY_COL,
	KEY_Value,
	Value_en
);
	input CLK;
	input nRST;
	input [3:0]KEY_COL;				 
	output reg Value_en;
	output reg [3:0]KEY_ROW;		 
	output reg [3:0]KEY_Value;		 
	wire [3:0]key_flag;				 
	wire [3:0]key_state;
	reg [4:0]state;
	reg row_flag;						 
	reg [1:0]rowIndex;				 
	reg [1:0]colIndex;				 
	localparam
		NO_KEY		=	5'b00001,
		ROW_ONE		=	5'b00010,
		ROW_TWO		=	5'b00100,
		ROW_THREE	=	5'b01000,
		ROW_FOUR	=	5'b10000;
	KeyPress u0(
		.CLK(CLK),
		.nRST(nRST),
		.KEY_IN(KEY_COL[0]),
		.KEY_FLAG(key_flag[0]),
		.KEY_STATE(key_state[0])
	);
	KeyPress u1(
		.CLK(CLK),
		.nRST(nRST),
		.KEY_IN(KEY_COL[1]),
		.KEY_FLAG(key_flag[1]),
		.KEY_STATE(key_state[1])
	);
	KeyPress u2(
		.CLK(CLK),
		.nRST(nRST),
		.KEY_IN(KEY_COL[2]),
		.KEY_FLAG(key_flag[2]),
		.KEY_STATE(key_state[2])
	);
	KeyPress u3(
		.CLK(CLK),
		.nRST(nRST),
		.KEY_IN(KEY_COL[3]),
		.KEY_FLAG(key_flag[3]),
		.KEY_STATE(key_state[3])
	);
	always @(posedge CLK or negedge nRST)
		if(!nRST)
			begin
				state <= NO_KEY;
				row_flag <= 1'b0;
				KEY_ROW <= 4'b0000;
			end
		else
			case(state)
				NO_KEY: begin
					row_flag <= 1'b0;
					KEY_ROW <= 4'b0000;	
					if(key_flag != 4'b0000) begin
						state <= ROW_ONE;
						KEY_ROW <= 4'b1110;
					end
					else
						state <= NO_KEY;
				end
				ROW_ONE: begin
					if(KEY_COL != 4'b1111) begin
						state <= NO_KEY;
						rowIndex <= 4'd0;
						row_flag <= 1'b1;
					end
					else begin
						state <= ROW_TWO;
						KEY_ROW <= 4'b1101;
					end						
				end
				ROW_TWO: begin
					if(KEY_COL != 4'b1111) begin
						state <= NO_KEY;
						rowIndex <= 4'd1;
						row_flag <= 1'b1;
					end
					else begin
						state <= ROW_THREE;
						KEY_ROW <= 4'b1011;
					end						
				end
				ROW_THREE: begin
					if(KEY_COL != 4'b1111) begin
						state <= NO_KEY;
						rowIndex <= 4'd2;
						row_flag <= 1'b1;
					end
					else begin
						state <= ROW_FOUR;
						KEY_ROW <= 4'b0111;
					end						
				end
				ROW_FOUR: begin
					if(KEY_COL != 4'b1111) begin
						rowIndex <= 4'd3;
						row_flag <= 1'b1;
					end
					state <= NO_KEY;
				end
			endcase
	always @(posedge CLK or negedge nRST)
		if(!nRST)
			colIndex <= 2'd0;
		else if(key_state != 4'b1111)
			case(key_state)
				4'b1110: colIndex <= 2'd0;
				4'b1101: colIndex <= 2'd1;
				4'b1011: colIndex <= 2'd2;
				4'b0111: colIndex <= 2'd3;
			endcase
	always @(posedge CLK or negedge nRST)
		if(!nRST)
			Value_en <= 1'b0;
		else if(row_flag)
			begin
				Value_en <= 1'b1;
				KEY_Value <= 4*rowIndex + colIndex;
			end
		else
			Value_en <= 1'b0;
endmodule
module wipe_key_shake
#(
	parameter WIPE_TIME = 1000_000
)
(										 
	input				clk     ,		
	input				rst_n   ,  	
	input				key_in  ,
	output	reg	key_out    
);
reg key_in_q1;
reg key_in_q2;    
reg key_in_q3;    
reg key_state;
reg [23:0] wipe_cnt;
wire       add_wipe_cnt;
wire       end_wipe_cnt; 
always  @(posedge clk)begin
	key_in_q1 <= key_in;
	key_in_q2 <= key_in_q1;
	key_in_q3 <= key_in_q2;
end
always  @(posedge clk or negedge rst_n)begin
    if(rst_n==1'b0)begin
		key_state <= 0;
    end
    else if(key_in_q2 != key_in_q3)begin
		key_state <= 1;
    end
	 else if(wipe_cnt == WIPE_TIME - 1)begin
		key_state <= 0;
	 end
end
always @(posedge clk or negedge rst_n)begin
    if(!rst_n)begin
        wipe_cnt <= 0;
    end
    else if(add_wipe_cnt)begin
        if(end_wipe_cnt)
            wipe_cnt <= 0;
        else
            wipe_cnt <= wipe_cnt + 1;
    end
end
assign add_wipe_cnt = key_state;       
assign end_wipe_cnt = add_wipe_cnt && ( (wipe_cnt == WIPE_TIME - 1) || (key_in_q2 != key_in_q3) );   
always  @(posedge clk or negedge rst_n)begin
    if(rst_n==1'b0)begin
		key_out <= 0;
    end
    else if(wipe_cnt == WIPE_TIME - 1)begin
		key_out <= key_in_q2;
    end
end
endmodule
==> run notes <==
flow finished, numbers: Least-Margin Pin Slew=0.837 ns, IO buf count=9, count of flip-flops with a built-in enable after synthesis=0, WP data required=around 6 ns, CTS tree=yes, Dominant Register Cell=dfrtp_1, FF-to-FF setup slack=approximately 3.3 ns, chip width=110 um, synth warn=1, TritonCTS Buffers=17, drt first pass iters=5, Routability Congestion=0.865, syn_area_per_cell=between 9 and 10 sq um, CORE AREA=between 10000 and 15000 sq um, cell type with the largest total area=dfrtp_1, Cell Area, Synth=5800 sq um, design area=6630 sq um, clk latency late pin=roughly 0.4 ns, chip height=110 um, worst hold-check path type=reg -> reg, Tcrit/Tclk final=between 40% and 50%, FP Rows=38, remaining antenna violation count=0, DR WL/cell=14.5 um, post-CTS setup buffer count=0, Syn-to-layout area delta=14.3%, Synth Seq Share=slightly below 50%, DP Wirelength=approximately 7300 um, Clock transition at path regs=approximately 0.050 ns, Cell Type Count=between 50 and 60, Yosys chip area=5800 sq um, Commonest Layout Cell=dfrtp_1, area share, top type=44.9%, via/cell ratio=around 5.8, setup TNS=0 ns, Synth Instances=between 600 and 700, Pwr Density=~310 nW/um^2, floorplan utilization=52.3%, Max Freq=between 400 and 500 MHz, path type of the worst setup path=reg -> reg, Fin. Hold Viols=0, final setup violation count=0, Diodes inserted=0, Ports=10, Lkg Pwr=around 0.0028 uW, status=finished clean, relative slew slack=43.7%, GR Util All Layers=21.1%, Max Transition Viols Final=0, first-pass GRT wire length=19500 um, hold-fix buffers at CTS=0, initial antenna violation count=0, Top cells by area=dfrtp_1 45%, nor2_1 4.9%, dfxtp_1 4.1%, xor2_1 4.1%, xnor2_1 3.9%, vias in the first global route=around 4200, Max-Cap Viols=0, chip area=12000 sq um, Worst Skew=0.00420 ns, critical path data arrival time=2.70 ns, clock root cell=clkbuf_16, CP Capture Type=flip-flop, ys cells=approximately 610, VDD IR max=roughly 0.39 mV, Final min period=2.42 ns, DRC=0, H-tree levels=4, Post-CTS Resized=0, initial drt markers=295, fraction of registers with async set/reset=between 80% and 90%, Startpoint Class=flip-flop, share of cells above drive strength 1=under 10%, Synth Register Bits=116, dpl cell area=around 6000 sq um, CTS Buffer Depth=2, pin count of the biggest net entering global routing=slightly below 60, most common logic cells in the final layout=104 x dfrtp_1, 76 x nor2_1, 55 x nand2_1, Filler Cells Inserted=~900, vias post-DR=4490, gr ovfl total=0, crit path max fanout=9, RSZ-0062 raised after global routing=no, final WL=roughly 11000 um, clock sink count=116, tool warning count=25
## where the power goes
part           leakage (uW)  switching [uW]  internal [uW]  total [uW]
logic              0.000978            66.3           33.0        99.3
registers           0.00152            22.5            846         868
clock network      0.000307             351            735        1090
## synth_stat cells (2+ instances only)
cell and n:
nor4b_1 6, a21oi_1 8, nand2b_1 4, and4_1 12
xnor2_1 26, nand2_1 55, and2_1 4, or3_1 7
nand4_1 19, xor2_1 27, a21o_1 9, a22o_1 2
o41ai_1 3, o2bb2ai_1 7, mux2_2 6, inv_1 12
nor4_1 13, mux2i_1 4, nor2_1 76, o21ai_0 32
dfxtp_1 12, dfrtp_1 104, a2bb2oi_1 2, clkbuf_1 10
and3_1 24, o31ai_1 6, ha_1 4, buf_2 5
nand3b_1 2, nor3_1 19, a31oi_1 16, or4_1 3
nor3b_1 5, nand3_1 43, or2_2 3
## layer usage
layer	up-vias	routed length [um]	global-route usage, %
met4	0	94	2.29
met3	6	393	4.47
met5	-	0	0
li1	2252	-	-
met1	2173	5820	34.1
met2	59	5030	31.6
## worst paths after layout
kind	from	end	cells past startpoint
max	key_low_1.wipe_cnt[0]	key_low_1.wipe_cnt[20]	7
min	key_low_3.key_in_q1	key_low_3.key_in_q2	0
max reg2reg	key_low_1.wipe_cnt[0]	key_low_1.wipe_cnt[20]	7
min reg2reg	key_low_3.key_in_q1	key_low_3.key_in_q2	0
max in group asynchronous	rst_n	key_low_3.wipe_cnt[1]	2
min in group asynchronous	rst_n	key_low_4.key_out	1
## stage by stage
step	cells	power [uW]	hold WS, ns	utilization, %	setup slack, ns
finish	779	2050	0.325	59.8	3.28
global route	779	2130	0.328	59.8	3.05
CTS	779	2080	0.327	59.8	3.29
detailed placement	747	982	0.315	54.3	3.28
global placement	747	979	0.311	54.3	3.31
floorplan	610	943	0.310	-	3.65
## worst max-delay path: stages, from the launching register on
cell and delay (ns):
dfrtp_1 0.39, ha_1 0.23, and4_1 0.38, nand3_1 0.19, o21ai_0 0.41, buf_4 0.25, and2_1 0.34, nor2_1 0.09
## area by class of cell
| type | instances | area [sq um] | area share, % |
|---|---|---|---|
| clock buffers | 20 | 447 | 6.74 |
| clock inverters | 12 | 160 | 2.42 |
| inverters | 12 | 45.0 | 0.680 |
| multi-input cells | 467 | 2850 | 43.0 |
| flip-flops and latches | 116 | 2840 | 42.9 |
| well taps | 140 | 175 | 2.64 |
| repair buffers | 12 | 110 | 1.66 |
## state kept, by name, summed over array words and instances, names as in the netlist, 24 cells and up
register	flops
key_low_4.wipe_cnt	24
key_low_3.wipe_cnt	24
key_low_1.wipe_cnt	24
key_low_2.wipe_cnt	24
## cells by family (layout without fill, tap and decap cells)
logic type               Yosys count  count (layout)  share of synthesized area (%)
AND/OR/NAND/NOR                  304             304                           27.3
flip-flops                       116             116                           49.0
AND-OR/OR-AND                     95              95                           10.8
XOR/XNOR                          53              53                           8.01
buffers and inverters             27              56                           1.86
multiplexers                      11              11                           2.12
adder cells (fa/ha/maj)            4               4                          0.863
Power and IR drop assume default switching activity.
